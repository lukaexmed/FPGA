[design/flow/config.mk]
export PLATFORM = sky130hd
export DESIGN_NAME = rgb_controller
export DESIGN_NICKNAME = rgb_controller
export VERILOG_FILES = /design/flow/design.v
export SDC_FILE = /design/flow/constraint.sdc
export NUM_CORES = 4
export LEC_CHECK = 1
export CORE_AREA = 10 10 112 112
export DIE_AREA = 0 0 122 122
[design/flow/constraint.sdc]
current_design rgb_controller

set clk_period 1.6
set clk_io_pct 0.2

create_clock -name clk0 -period $clk_period [get_ports {clock}]

set non_clock_inputs [all_inputs -no_clocks]
set_input_delay [expr $clk_period * $clk_io_pct] -clock clk0 $non_clock_inputs
set_output_delay [expr $clk_period * $clk_io_pct] -clock clk0 [all_outputs]
[design/flow/design.v]
module prescaler
    #(parameter PRESCALER_WIDTH = 8)
    (
        input logic clock,
        input logic reset,
        input logic [PRESCALER_WIDTH-1:0] limit,
        output logic clock_enable
    );
logic [PRESCALER_WIDTH-1:0] counter;
logic temp;
always_ff @ (posedge clock) begin  
    if(reset) begin
        counter <= 0;
        temp <= 0;  
    end else begin
        counter <= counter + 1;
            if (counter == limit -1 ) begin
                counter <= 0;
                temp <= 1;
            end else
                temp <= 0;
    end
end
always_comb begin
    clock_enable = temp;
end
endmodule
module PWM_controller 
(
    input logic clock,
    input logic reset,
    input logic [1:0] SW,
    input logic clock_enable,
    output logic PWM
);
    localparam pwm50 = 1 << (4-1);
    localparam pwm25 = 1 << (4-2);
    localparam pwm12_5 = 1 << (4-3);
    logic [3:0] count;
    logic [3:0] cikel;
    always_ff @( posedge clock) begin 
        if (reset) begin
            count <= 0;
            PWM <= 0;
        end
        else begin 
            if (clock_enable) begin
                count <= count + 1;
                if (count < cikel)
                    PWM <= 1;
                else
                    PWM <= 0;
            end
        end
    end
    always_comb begin : kalkulirajCikel
        case (SW)
            2'b00: cikel = 0;
            2'b01: cikel = pwm12_5;
            2'b10: cikel = pwm25;
            2'b11: cikel = pwm50;
            default: cikel = 0;
        endcase
    end
endmodule
module rgb_controller (
    input logic clock,
    input logic reset,
    input logic [5:0] SW,
    output logic [2:0] RGB
);
localparam PRESCALER_WIDTH =  12;
localparam LIMIT = 3125;
logic [PRESCALER_WIDTH-1:0] limit_value;
assign limit_value = LIMIT;
logic temp;
prescaler #(
    .PRESCALER_WIDTH(12)    
) pre(
    .clock(clock),
    .reset(reset),
    .limit(limit_value),
    .clock_enable(temp)
);
PWM_controller red (
    .clock(clock),
    .reset(reset),
    .SW(SW[1:0]),
    .clock_enable(temp),
    .PWM(RGB[0])
);
PWM_controller green (
    .clock(clock),
    .reset(reset),
    .SW(SW[3:2]),
    .clock_enable(temp),
    .PWM(RGB[1])
);
PWM_controller blue (
    .clock(clock),
    .reset(reset),
    .SW(SW[5:4]),
    .clock_enable(temp),
    .PWM(RGB[2])
);
endmodule
[design/flow/run.sh]
#!/bin/bash
# OpenROAD 26Q1-2900-gdf79404cd8, Yosys 0.63+post, stock flow scripts
make -C /OpenROAD-flow-scripts/flow DESIGN_CONFIG=/design/flow/config.mk WORK_HOME=/design/flow/orfs finish
==> results.toml <==
# physical design summary
[routing]
avgViaCountPerCell = 3.38
drt_first_pass_iters = 4
route.detailed.drc = 0
drtIter0Drc = 36
wire_per_inst_um = 7.74
vias = 1003
diodes = 0
wl_mm = 2.30
ant_nets = 0

[place]
placed_area_mm2 = 0.00165
io_buffers = 10
place_congestion = 0.744
post-dp-hpwl_mm = 1.67
dp.cells = 293

[global_routing]
grt_max_degree = 19
grt_pass1_vias = 919
antenna_found_initial = 0
grt_overflow_total = 0
grt_first_pass_wirelength_mm = 4.07
groute.usage.overall = 0.0310

[timing]
setup-tns-final_ns = 0
rsz0062_at_grt = "false"
setup_violations = 0
fin_skew_ns = 0.00301
finalHoldViolations = 0
relSlewSlack = 0.814
period_minus_slack_ns = 1.53
period_used_share = 0.956
report.final.slew_viol_count = 0
max_slew.worst_pin.slew_ns = 0.279
fmax_ghz = 0.654

[pwr]
p_comb_frac = 0.062
clkPwrFrac = 0.351
seqPwrFrac = 0.587
p_switching_w = 0.000245
p_int_w = 0.000964
ir_worst_vdd_uv = 235
switching_share = 0.203
p_leak_nw = 0.603
p_per_area_mw_per_mm2 = 701

[min_path]
hold_end = "blue.PWM$_SDFFE_PP0P_"
hp-class = "register to register"
whs_path_depth = 2
worstHoldStart = "blue.PWM$_SDFFE_PP0P_"

[synth]
syn_avg_cell_area_um2 = 9.30
synthTopCellsByCount = "dfxtp_1 (28), nor2_1 (17), ha_1 (11)"
yosys.area.top_type = "dfxtp_1"
ys_seq_elements = 28
edf_count = 0
ys_area_mm2 = 0.00138
ys_cells = 148
syn_area_mm2 = 0.00138
ys_warn_count = 2
yosysMostFrequentCell = "dfxtp_1"
yosysTopAreaCellShare = 0.407
ys_seq_share = 0.407
synth_cells = 148
ys_types = 26
ff_type = "dfxtp_1"
topCellsByArea = "dfxtp_1 (41%), ha_1 (10%), nor2_1 (4.6%), xor2_1 (4.5%), a21oi_1 (3.6%)"
synthArstFlopShare = 0

[setup_path]
crit_arrival_ns = 1.70
slowest_delay_ns = 0.53
cp_slowest_cell = "or4_4"
r2r_setup_slack_ns = 0.07
crit_chain = "inv_1 > ha_2 > nand4b_4 > or4_4 > and3_1"
cp_data_required_time_ns = 1.77
critPathKind = "register to register"
path_max_fanout = 4
r2r_start = "pre.counter[1]$_SDFF_PP0_"
rr_worst_depth = 5
r2r-end = "pre.counter[1]$_SDFF_PP0_"
cp-start-kind = "register"
startpoint = "pre.counter[1]$_SDFF_PP0_"
cp-end-kind = "register"

[clock_tree]
cts_hold_buf = 0
clock.latency.late_pin_ns = 0.27
clock_path_buffers = 2
cts_buffers = 3
numClockSinks = 28
cts_tree = "yes"
clk_pin_slew_ns = 0.09
htree_levels = 1
cts_root_buf = "clkbuf_8"

[floorplanning]
core_mm2 = 0.0102
fp_util = 0.135
rows = 37
ios = 11
die-area_mm2 = 0.0149
die_h_um = 122
die_x_um = 122

[layout]
area_delta_synth_final_pct = 25.4
final_cell_area_mm2 = 0.00173
drive_gt1_frac = 0.112
fin_cells = 297

[job]
warnings = 26
drv_cap = 0

[outcome]
status = "complete, no violations"
[through the flow]
step           power, W  worst slack, ns  utilization  hold slack, ns
3_5_place_dp   0.000798           -0.110        0.162           0.467
6_report        0.00121           0.0712        0.169           0.477
3_3_place_gp   0.000798          -0.0596        0.162           0.462
2_1_floorplan  0.000761            0.119            -           0.442
5_1_grt         0.00128          0.00698        0.169           0.505
4_1_cts         0.00123           0.0380        0.167           0.483
[power groups by stage]
| stage | Combinational [W] | Sequential, W | Clock [W] |
|---|---|---|---|
| finish | 0.0000744 | 0.000710 | 0.000424 |
| global route | 0.0000842 | 0.000713 | 0.000478 |
| CTS | 0.0000729 | 0.000710 | 0.000449 |
[cells in the final DEF (no fill, tap or decap)]
master	count
mux2i_1	3
o31ai_1	4
clkdlybuf4s50_1	10
nand2_1	8
nor4b_1	3
o21ai_0	9
o41ai_4	1
dfxtp_1	26
nand3_2	2
dfxtp_2	2
nand2b_1	7
nand4_1	5
and3_1	1
a21oi_1	10
nor2_1	17
ha_1	10
nand4b_4	1
buf_4	6
xnor2_1	5
nand3_1	2
inv_1	5
or4_1	4
or4_4	1
xor2_1	7
ha_2	1
or3_1	3
clkbuf_8	4
nor2b_1	3
nand4bb_1	1
[area by class of cell]
class | instances | area, um2
timing repair buffer | 16 | 145
sequential | 28 | 563
fill | 1128 | 8510
clock buffer | 4 | 55.1
tap | 136 | 170
multi-input combinational | 108 | 773
inverter | 5 | 18.8
[critical path: cells and delay by family, from the launching register on]
family	cells	cell delay (ns)
buffers and inverters	1	0.05
adder cells (fa/ha/maj)	1	0.19
flip-flops	1	0.35
AND/OR/NAND/NOR	3	0.85
[what timing repair did]
action | 4_1_cts | 5_1_grt
endpoints found under the setup margin | 0 | 1
buffers inserted | 0 | 0
resized | 0 | 5
[cell families (layout without fill, tap and decap cells)]
group                    after synthesis  count (layout)  synth area share
AND-OR/OR-AND                         24              24             0.111
adder cells (fa/ha/maj)               11              11             0.100
multiplexers                           3               3            0.0218
AND/OR/NAND/NOR                       58              58             0.242
XOR/XNOR                              12              12            0.0764
flip-flops                            28              28             0.407
buffers and inverters                 12              25            0.0418
[state kept, by name, summed over array words and instances (netlist names)]
| name | cells |
|---|---|
| pre.counter | 12 |
| green.count | 4 |
| pre.temp | 1 |
| red.PWM | 1 |
| red.count | 4 |
| green.PWM | 1 |
| blue.PWM | 1 |
| blue.count | 4 |
[worst max path at each step]
stage / end / slack [ns] / cells after the start
finish: pre.counter[1]$_SDFF_PP0_ / 0.07 / 5
global route: pre.counter[1]$_SDFF_PP0_ / 0.007 / 5
CTS: pre.counter[1]$_SDFF_PP0_ / 0.04 / 5
[metal layers]
| metal | part of all wire | track usage | wire, um |
|---|---|---|---|
| met1 | 0.53 | 0.0460 | 1230 |
| met2 | 0.40 | 0.0454 | 915 |
| met3 | 0.057 | 0.00704 | 132 |
| met4 | 0.010 | 0.00522 | 23 |
| met5 | 0 | 0 | 0 |
No activity file was given, so power comes from the tool's default toggle rates.
