$ cat config.mk
export PLATFORM = sky130hd
export DESIGN_NAME = string_transmitter
export DESIGN_NICKNAME = string_transmitter
export VERILOG_FILES = /design/flow/design.v
export SDC_FILE = /design/flow/constraint.sdc
export NUM_CORES = 4
export LEC_CHECK = 1
export CORE_UTILIZATION = 50
$ cat constraint.sdc
current_design string_transmitter

set clk_period 6.7
set clk_io_pct 0.2

create_clock -name clk0 -period $clk_period [get_ports {clock}]

set non_clock_inputs [all_inputs -no_clocks]
set_input_delay [expr $clk_period * $clk_io_pct] -clock clk0 $non_clock_inputs
set_output_delay [expr $clk_period * $clk_io_pct] -clock clk0 [all_outputs]
$ cat design.v
module baud_rate_generator  
    #(parameter PRESCALER_WIDTH = 4,
      parameter LIMIT = 11)
    (
        input logic clock,
        input logic reset,
        output logic baud_rate_tick
    );
    logic [PRESCALER_WIDTH-1:0] count;
    always_ff @(posedge clock) begin
        if(reset) begin
            count <= 0;
        end else begin
            if(count == LIMIT-1) begin
                count <= 0;
            end else begin
                count <= count + 1;
            end
        end
    end
    assign baud_rate_tick = (count == LIMIT-1);
endmodule
module uart_fsm #(
    parameter DATA_WIDTH = 8
) (
    input logic clock,
    input logic reset,
    input logic [DATA_WIDTH-1:0] data_in,
    input logic baud_rate_tick,
    input logic tx_start,
    output logic tx,
    output logic tx_done,
    output logic baud_rst  
);
    typedef enum logic [1:0] {  
        IDLE,
        START,
        DATA,
        STOP
    } state_uart_t;
    state_uart_t state, next_state;
    logic [DATA_WIDTH-1:0] b_reg, b_reg_next;
    logic [3:0] n_counter, n_counter_next;  
    logic tx_done_next, tx_reg, tx_reg_next;
    always_ff @(posedge clock) begin
        if (reset) begin
            state <= IDLE;
            b_reg <= 0;
            n_counter <= 0;
            tx_done <= 0;
            tx_reg <= 1;  
        end
        else begin
            state <= next_state;
            b_reg <= b_reg_next;
            n_counter <= n_counter_next;
            tx_done <= tx_done_next;
            tx_reg <= tx_reg_next;
        end
    end
    always_comb begin
        next_state = state;
        b_reg_next = b_reg;
        n_counter_next = n_counter;
        tx_done_next = 0;
        tx_reg_next = tx_reg;
        baud_rst = 1'b0;
        case (state)
            IDLE : begin
                tx_reg_next = 1'b1;
                if(tx_start) begin
                    next_state = START;
                    b_reg_next = data_in;
                    baud_rst = 1'b1;
                end
            end 
            START : begin
                tx_reg_next = 1'b0;
                if (baud_rate_tick) begin
                    next_state = DATA;
                    n_counter_next = 0;
                end
            end
            DATA : begin
                tx_reg_next = b_reg[0];
                if (baud_rate_tick) begin
                    if (n_counter == DATA_WIDTH-1) begin
                        next_state = STOP;
                    end
                    else begin
                        n_counter_next = n_counter + 1;
                        b_reg_next = {1'b0, b_reg[7:1]};
                    end
                end
            end
            STOP : begin
                tx_reg_next = 1'b1;
                if (baud_rate_tick) begin
                    begin
                        next_state = IDLE;
                        tx_done_next = 1'b1;
                    end
                end
            end
        endcase
    end
    assign tx = tx_reg;
endmodule
module transmitter_system(
    input logic clock,
    input logic reset,
    input logic tx_start,
    input logic [7:0] data_in,
    output logic tx,
    output logic tx_done
);
    logic baud_rate_tick;
    logic baud_rst;
    logic local_reset;
    assign local_reset = reset | baud_rst;
    baud_rate_generator #(
        .PRESCALER_WIDTH(15),
        .LIMIT(5209)
    ) baud_rate_generator_inst (
        .clock(clock),
        .reset(local_reset),
        .baud_rate_tick(baud_rate_tick)
    );
    uart_fsm #(
        .DATA_WIDTH(8)
    ) uart_fsm_inst (
        .clock(clock),
        .reset(reset),
        .data_in(data_in),
        .baud_rate_tick(baud_rate_tick),
        .tx_start(tx_start),
        .tx(tx),
        .tx_done(tx_done),
        .baud_rst(baud_rst)
    );
endmodule
module string_transmitter(
    input logic clock,
    input logic reset,
    input logic button,
    output logic tx,
    output logic done
);
    logic [7:0] char_data [13:0];
initial begin
    char_data[0] = 8'h48;  
    char_data[1] = 8'h65;  
    char_data[2] = 8'h6C;  
    char_data[3] = 8'h6C;  
    char_data[4] = 8'h6F;  
    char_data[5] = 8'h20;  
    char_data[6] = 8'h57;  
    char_data[7] = 8'h6F;  
    char_data[8] = 8'h72;  
    char_data[9] = 8'h6C;  
    char_data[10] = 8'h64;  
    char_data[11] = 8'h21;  
    char_data[12] = 8'h0D;  
    char_data[13] = 8'h0A;  
end
typedef enum logic  {  
        IDLE,
        SEND
} state_sender_t;
logic btn_stable;
state_sender_t state, state_next;
logic [3:0] symbol_counter, symbol_counter_next;
logic tx_start, tx_start_next, tx_done;  
logic [7:0] symbol, symbol_next;
logic [7:0] done_next;
always_ff @(posedge clock) begin
    if (reset) begin
        state <= IDLE;
        symbol_counter <= 0;
        tx_start <= 0;
        symbol <= 0;
        done <= 0;
    end
    else begin
        state <= state_next;
        symbol_counter <= symbol_counter_next;
        tx_start <= tx_start_next;
        symbol <= symbol_next;
        done <= done_next;
    end
end
always_comb begin
    state_next = state;
    symbol_counter_next = symbol_counter;
    tx_start_next = tx_start;
    symbol_next = symbol;
    done_next = done;
    case(state)
        IDLE : begin
        tx_start_next = 1'b0;
            if(btn_stable) begin
                state_next = SEND;
                symbol_counter_next = 1'b0;
            end
        end
        SEND : begin
            tx_start_next = 1'b1;
            symbol_next = char_data[symbol_counter_next];
            if(tx_done) begin
                if(symbol_counter_next < 13) begin
                    symbol_counter_next = symbol_counter_next + 1'b1;
                end else begin
                    done_next = 1'b1;
                    state_next = IDLE;
                end
            end
        end
    endcase
end 
transmitter_system trans_sys_inst (
    .clock(clock), 
    .reset(reset),
    .tx_start(tx_start), 
    .data_in(symbol),
    .tx(tx),
    .tx_done(tx_done)
);
gumbek gumbek_inst (
    .clock(clock),
    .button(button),
    .res(btn_stable)
);
endmodule
module gumbek(
    input logic clock,
    input logic button,
    output logic res
);
logic sync = 0; 
logic sync_btn = 0;
always_ff @(posedge clock) begin
    {sync_btn, sync} <= {sync, button};
end
 logic [16:0] debounce_count = 0;  
 logic sync_stable_btn = 0;
 always_ff @(posedge clock) begin
    if(sync_btn != sync_stable_btn)
        debounce_count <= debounce_count +1;
    else if(debounce_count > 0)
        debounce_count <= debounce_count -1;
    if(debounce_count[16])
        sync_stable_btn <= sync_btn;  
    if(!debounce_count[0])  
        sync_stable_btn <= 0;
 end
logic sync_stable_btn_prev = 0;
always_ff @(posedge clock) begin 
    if(sync_stable_btn == 1 && sync_stable_btn_prev == 0)
        res <= 1;
    else
        res <= 0;
    sync_stable_btn_prev <= sync_stable_btn;
end
endmodule
$ cat run.sh
#!/bin/bash
# OpenROAD 26Q1-2900-gdf79404cd8, Yosys 0.63+post, stock flow scripts
make -C /OpenROAD-flow-scripts/flow DESIGN_CONFIG=/design/flow/config.mk WORK_HOME=/design/flow/orfs finish
==> results.sh <==
# yosys + openroad results
export IMPL_ys_async_sr_fraction_pct=0
export IMPL_largest_register="gumbek_inst.debounce_count"
export IMPL_clk_insertion_delay_late_ps=340
export IMPL_avgSynthCellArea_um2=9.25
export IMPL_clock_skew_ps=6.90
export IMPL_grt_overflow=0
export IMPL_critical_path_top_delay_family="XOR/XNOR gates"
export IMPL_setup_worst_path_start_class="register"
export IMPL_largest_register_ff_count=17
export IMPL_yosys_stat_seqShare_pct=43.1
export IMPL_sequence_of_cells_on_the_critical_path="xor2_2 > xnor2_1 > ha_1 > nand2_1 > o21ai_1 > o2bb2ai_1 > mux2i_1 > xor2_1"
export IMPL_detail_route_wl_per_cell_um=12.9
export IMPL_num_rows=30
export IMPL_setup_worst_path_end_class="register"
export IMPL_stdcell_count=486
export IMPL_cts_root_buffer_cell="sky130_fd_sc_hd__clkbuf_8"
export IMPL_timing_critical_path_buf_inv=0
export IMPL_layout_cells_sized_above_1_pct=8.46
export IMPL_power_density_nw_per_um2=313
export IMPL_drt_first_pass_iters=5
export IMPL_tritoncts_num_buffers=9
export IMPL_worst_slew_pin_transition_ps=771
export IMPL_numPortBuffers=4
export IMPL_tritoncts_num_sinks=68
export IMPL_yosys_cell_types_count=57
export IMPL_grt_start_max_net_pins=32
export IMPL_clkSlewWorstSetupHoldPaths_ps=70
export IMPL_crit_fanout=17
export IMPL_placed_cells_incl_taps=470
export IMPL_htree_levels=3
export IMPL_criticalPathCategory="reg2reg"
export IMPL_tool_warnings=31
export IMPL_grt_setup_unrepaired="no"
export IMPL_core_um2=6830
export IMPL_drt_iter0_drcs=128
export IMPL_worst_path_max_delay_cell="sky130_fd_sc_hd__xor2_2"
export IMPL_diodes=0
export IMPL_maxClockFrequency_mhz=375
export IMPL_setup_viol=0
export IMPL_floorplan_core_util_pct=52.0
export IMPL_drt_total_wl_um=6250
export IMPL_drtAntennaViolNets=0
export IMPL_floorplan_io_pins=5
export IMPL_dieHeight_um=86.3
export IMPL_viasPerCell=5.38
export IMPL_largest_registers="gumbek_inst.debounce_count (17), trans_sys_inst.baud_rate_generator_inst.count (15)"
export IMPL_worst_min_path_class="reg2reg"
export IMPL_setup_total_negative_slack_ps=0
export IMPL_min_period_over_period_pct=39.8
export IMPL_edf_count=17
export IMPL_floorplan_die_width_um=86.3
export IMPL_final_hold_viol_count=0
export IMPL_areaGrowthSynthToFinish_pct=9.15
export IMPL_power_ir_vdd_worst_v=0.000251
export IMPL_fin_crit_ps=2670
export IMPL_post_dp_hpwl_um=4200
export IMPL_netlist_area_um2=3550
export IMPL_critical_path_at_ps=2750
export IMPL_cap_viol_max_count=0
export IMPL_worst_path_largest_cell_delay_ps=640
export IMPL_synth_chip_area_um2=3550
export IMPL_finish_utilization_pct=56.8
export IMPL_post_cts_repair_setup_buffers=0
export IMPL_outcome="finished, final reports clean"
export IMPL_worst_slew_margin_rel_pct=48.6
export IMPL_yosys_cells=384
export IMPL_cts_repair_resized=0
export IMPL_grt_pass1_vias=2377
export IMPL_dieArea_um2=7450
export IMPL_synth_flop_count=68
export IMPL_cp_data_required_time_ps=6790
export IMPL_synthCells=384
export IMPL_leakage_nw=1.36
export IMPL_ctsLongestPathBuffers=2
export IMPL_antenna_violations_before_repair=0
export IMPL_yosysWarningCount=4
export IMPL_final_max_tran_viols=0
export IMPL_route_detailed_drc=0
export IMPL_via_count=2614
export IMPL_tritoncts="done"
export IMPL_ys_flop_type="sky130_fd_sc_hd__dfxtp_1"
export IMPL_gp_congestion=0.864
export IMPL_grtUsageTotal_pct=18.9
export IMPL_cts_hold_buffers=0
export IMPL_wire_length_of_the_first_global_routing_pass_um=11000
[report_power, final]
group	total (mW)	switching, mW	leakage, nW	internal (mW)
Clock	0.368	0.152	0.112	0.216
Combinational	0.238	0.120	0.641	0.118
Sequential	0.609	0.103	0.605	0.507
[cells by family after synthesis]
group | share of synthesized area (%)
flops | 43.1
xor+xnor | 8.06
simple gates | 22.8
fa+ha+maj | 3.87
buf+inv | 3.84
mux | 5.74
compound gates | 12.6
[final timing paths]
kind / depth (start not counted) / endpoint / startpoint / slack [ps]
min reg2reg: 0 / gumbek_inst.sync_btn / gumbek_inst.sync / 330
min: 0 / gumbek_inst.sync_btn / gumbek_inst.sync / 330
max reg2reg: 8 / gumbek_inst.debounce_count[12] / gumbek_inst.sync_stable_btn / 4030
max: 8 / gumbek_inst.debounce_count[12] / gumbek_inst.sync_stable_btn / 4030
[routing by layer]
layer  GRT usage (%)  part of all wire (%)  vias up  wire [um]
li1                -                     -     1387          -
met1            31.1                    52     1181       3230
met2            27.3                    43       38       2670
met3            4.64                   4.2        8        263
met4            2.12                   1.5        0         91
met5               0                     0        -          0
[cell usage after synthesis, drive strengths merged (4+ instances only)]
| library cell | instances | area share (%) |
|---|---|---|
| dfxtp | 51 | 29 |
| nor2 | 46 | 4.9 |
| nand2 | 30 | 3.2 |
| a21oi | 21 | 3.0 |
| xnor2 | 18 | 4.6 |
| edfxtp | 17 | 14 |
| mux2i | 17 | 4.8 |
| nand3 | 17 | 2.7 |
| o21ai | 16 | 2.3 |
| inv | 15 | 1.6 |
| xor2 | 13 | 3.4 |
| clkbuf | 12 | 1.3 |
| ha | 11 | 3.9 |
| nand4 | 11 | 1.9 |
| nor4 | 8 | 1.8 |
| a311oi | 7 | 1.7 |
| nor3 | 7 | 0.99 |
| or3 | 7 | 1.2 |
| buf | 5 | 0.99 |
| nor2b | 5 | 0.88 |
| a31oi | 4 | 0.70 |
| and3 | 4 | 0.70 |
| nor4b | 4 | 0.99 |
[per-stage QoR]
step / hold slack, ps / setup WS [ps] / instance area, um^2 / power (mW)
5_1_grt: 330 / 3780 / 3880 / 1.29
4_1_cts: 328 / 4030 / 3880 / 1.23
2_1_floorplan: 310 / 4420 / 3550 / 0.804
3_3_place_gp: 312 / 3890 / 3660 / 0.854
6_report: 328 / 4030 / 3880 / 1.22
3_5_place_dp: 312 / 3870 / 3660 / 0.855
[layout by cell type (no fill, tap or decap), types with 3 or more instances in the layout]
cell / instances
sky130_fd_sc_hd__a21oi_1: 21
sky130_fd_sc_hd__a311oi_1: 7
sky130_fd_sc_hd__a31oi_1: 4
sky130_fd_sc_hd__and3_1: 4
sky130_fd_sc_hd__buf_4: 3
sky130_fd_sc_hd__clkbuf_8: 11
sky130_fd_sc_hd__clkdlybuf4s50_1: 4
sky130_fd_sc_hd__dfxtp_1: 51
sky130_fd_sc_hd__edfxtp_1: 17
sky130_fd_sc_hd__ha_1: 11
sky130_fd_sc_hd__inv_1: 15
sky130_fd_sc_hd__mux2_2: 3
sky130_fd_sc_hd__mux2i_1: 17
sky130_fd_sc_hd__nand2_1: 30
sky130_fd_sc_hd__nand3_1: 16
sky130_fd_sc_hd__nand4_1: 11
sky130_fd_sc_hd__nor2_1: 46
sky130_fd_sc_hd__nor2b_1: 5
sky130_fd_sc_hd__nor3_1: 7
sky130_fd_sc_hd__nor4_1: 7
sky130_fd_sc_hd__nor4b_1: 4
sky130_fd_sc_hd__o21ai_0: 15
sky130_fd_sc_hd__or3_1: 7
sky130_fd_sc_hd__xnor2_1: 17
sky130_fd_sc_hd__xor2_1: 12
[cell type report]
type,count,area (um^2)
clock buffer,14,184
clock inverter,2,38.8
fill,605,2950
inverter,15,56.3
multi-input combinational,284,1890
sequential,68,1530
tap,96,120
timing repair buffer,7,62.6
No activity file was given, so power comes from the tool's default toggle rates.
