### /design/flow/design.v
module timer_0001s  
    #(parameter PRESCALER_WIDTH = 14,
      parameter LIMIT = 10000)
    (
        input logic clock,
        input logic reset,
        input start,
        output logic time_tick
    );
    logic [PRESCALER_WIDTH-1:0] counter;
    logic temp;
    always_ff @ (posedge clock) begin  
    if(reset) begin
        counter <= 0;
        temp <= 0;  
    end else if(start) begin
        counter <= counter + 1;
            if (counter == LIMIT-1 ) begin
                counter <= 0;
                temp <= 1;
            end else
                temp <= 0;
    end
end
always_comb begin
    time_tick = ~temp;
end 
endmodule
module mod_counter 
#(
    parameter MOD_COUNTER = 10,
    parameter WIDTH = 4
)
(
    input logic clock,
    input logic reset,
    input logic increment,
    output logic [WIDTH-1:0] counter,
    output logic overflow
);
    logic temp;
always_ff @ (posedge clock) begin  
    if(reset) begin
        counter <= 0;
    end else if(increment) begin
            if (counter == MOD_COUNTER-1) begin
                counter <= 0;
                overflow <= 1;
            end else begin
                overflow <= 0;
                counter <= counter + 1;
            end
    end else begin
        overflow <= 0;
    end
end    
endmodule
module anode_assert (
    input logic clock,  
    input logic reset, 
    input logic clock_enable,  
    output logic [7:0] anode_select  
);
    logic [2:0] count;
always_ff @ (posedge clock_enable) begin
    if(reset) begin
        count <= 0;
    end else begin
        count <= count +1;
        if(count == 8)
            count <= 0;
    end
end
    assign anode_select = ~(1 << count);
endmodule
module value_to_digit(
    input logic [31:0] value,
    input logic [7:0] anode_select,
    output logic [3:0] digit
);
    always_comb begin : v_to_d
        case (anode_select)
            8'hFE: digit = value[3:0];
            8'hFD: digit = value[7:4];
            8'hFB: digit = value[11:8];
            8'hF7: digit = value[15:12];
            8'hEF: digit = value[19:16];
            8'hDF: digit = value[23:20];
            8'hBF: digit = value[27:24];
            8'h7F: digit = value[31:28];
            default: digit = value[31:28];
        endcase
    end
endmodule
module digit_to_segments (
    input logic [3:0] digit,
    output logic [6:0] segs
);
        always_comb begin : d_to_s
        case (digit)
            0: segs = 7'b1000000;
            1: segs = 7'b1111001;
            2: segs = 7'b0100100;
            3: segs = 7'b0110000;
            4: segs = 7'b0011001;
            5: segs = 7'b0010010;
            6: segs = 7'b0000010;
            7: segs = 7'b1111000;
            8: segs = 7'b0000000;
            9: segs = 7'b0010000;
            default: segs = 7'b1000000;
        endcase
    end
endmodule
module SevSegDisplay (
    input logic clock,
    input logic reset,
    input logic [3:0] digit1,  
    input logic [3:0] digit2,  
    input logic [3:0] digit3,  
    input logic [3:0] digit4,
    input logic [3:0] digit5,
    input logic [3:0] digit6,
    input logic [3:0] digit7,
    input logic [3:0] digit8,  
    output logic [7:0] anode_select,
    output logic [6:0] segs
);
    logic [31:0] digit;
    logic temp;
    logic [7:0] segments;
    logic [3:0] dg;
    assign digit = {digit8, digit7, digit6, digit5, digit4, digit3, digit2, digit1};
    value_to_digit v2d (
    .value(digit),
    .anode_select(an_sel),
    .digit(dg)
);
    digit_to_segments d2s (
    .digit(dg),
    .segs(segs)
);
    anode_assert anAssrt (
    .clock(clock),
    .reset(reset),
    .clock_enable(temp),
    .anode_select(anode_select)
);
timer_0001s #(
    .PRESCALER_WIDTH(14),
    .LIMIT(200000)    
) urica(
    .clock(clock),
    .reset(reset),
    .start(1),
    .time_tick(temp)
);
endmodule
module stopwatch (
    input logic clock,
    input logic reset,
    input logic start,
    output logic[7:0] anode_assert,
    output logic[6:0] segs
);
logic time_tick;
timer_0001s #(
    .PRESCALER_WIDTH(14)    
) urica(
    .clock(clock),
    .reset(reset),
    .start(start),
    .time_tick(time_tick)
);
logic D1_overflow;
logic D1_count;
mod_counter #(
    .MOD_COUNTER(10),
    .WIDTH(4)    
) D1 (
    .clock(clock),
    .reset(reset),
    .increment(time_tick),
    .counter(D1_count),
    .overflow(D1_overflow)
);
logic D2_overflow;
logic D2_count;
mod_counter #(
    .MOD_COUNTER(10),
    .WIDTH(4)    
) D2 (
    .clock(clock),
    .reset(reset),
    .increment(D1_overflow),
    .counter(D2_count),
    .overflow(D2_overflow)
);
logic D5_overflow;
logic D5_count;
logic D4_overflow;
logic D4_count;
mod_counter #(
    .MOD_COUNTER(10),
    .WIDTH(4)    
) D5 (
    .clock(clock),
    .reset(reset),
    .increment(D4_overflow),
    .counter(D5_count),
    .overflow(D5_overflow)
);
logic D6_overflow;
logic D6_count;
mod_counter #(
    .MOD_COUNTER(6),
    .WIDTH(4)    
) D6 (
    .clock(clock),
    .reset(reset),
    .increment(D5_overflow),
    .counter(D6_count),
    .overflow(D6_overflow)
);
logic D3_overflow;
logic D3_count;
mod_counter #(
    .MOD_COUNTER(10),
    .WIDTH(4)    
) D3 (
    .clock(clock),
    .reset(reset),
    .increment(D2_overflow),
    .counter(D3_count),
    .overflow(D3_overflow)
);
logic D7_overflow;
logic D7_count;
mod_counter #(
    .MOD_COUNTER(10),
    .WIDTH(4)    
) D7 (
    .clock(clock),
    .reset(reset),
    .increment(D6_overflow),
    .counter(D7_count),
    .overflow(D7_overflow)
);
mod_counter #(
    .MOD_COUNTER(10),
    .WIDTH(4)    
) D4 (
    .clock(clock),
    .reset(reset),
    .increment(D3_overflow),
    .counter(D4_count),
    .overflow(D4_overflow)
);
logic D8_overflow;
logic D8_count; 
mod_counter #(
    .MOD_COUNTER(6),
    .WIDTH(4)    
) D8 (
    .clock(clock),
    .reset(reset),
    .increment(D7_overflow),
    .counter(D8_count),
    .overflow(D8_overflow)
);
logic [6:0] raw_segs;
SevSegDisplay sevenSeg (
    .clock(clock),
    .reset(reset),
    .digit1(D1_count),
    .digit2(D2_count),
    .digit3(D3_count),
    .digit4(D4_count),
    .digit5(D5_count),
    .digit6(D6_count),
    .digit7(D7_count),
    .digit8(D8_count),
    .anode_select(anode_assert),
    .segs(segs)
);
endmodule
### /design/flow/run.sh
#!/bin/bash
# OpenROAD 26Q1-2900-gdf79404cd8, Yosys 0.63+post, stock flow scripts
make -C /OpenROAD-flow-scripts/flow DESIGN_CONFIG=/design/flow/config.mk WORK_HOME=/design/flow/orfs finish
### /design/flow/config.mk
export PLATFORM = sky130hd
export DESIGN_NAME = stopwatch
export DESIGN_NICKNAME = stopwatch
export VERILOG_FILES = /design/flow/design.v
export SDC_FILE = /design/flow/constraint.sdc
export NUM_CORES = 4
export LEC_CHECK = 1
export CORE_UTILIZATION = 30
### /design/flow/constraint.sdc
current_design stopwatch

set clk_period 1.9
set clk_io_pct 0.2

create_clock -name clk0 -period $clk_period [get_ports {clock}]

set non_clock_inputs [all_inputs -no_clocks]
set_input_delay [expr $clk_period * $clk_io_pct] -clock clk0 $non_clock_inputs
set_output_delay [expr $clk_period * $clk_io_pct] -clock clk0 [all_outputs]
==> results.sh <==
# flow metrics
export IMPL_wire_per_inst_um=8.902
export IMPL_status="finished clean"
export IMPL_syn_inst=250
export IMPL_vias_per_cell=4.204
export IMPL_grt_max_degree=32
export IMPL_worstSetupPathType="flip-flop to flip-flop"
export IMPL_hold_viol_final=0
export IMPL_ys_async_sr_fraction_pct=0
export IMPL_xor_area_share_pct=10.30
export IMPL_min_delay_worst_endpoint="urica.counter[13]"
export IMPL_initCoreUtil_pct=31.32
export IMPL_yosysSeqAreaShare_pct=48.39
export IMPL_timing_rr_start="urica.counter[5]"
export IMPL_yosys_cells=250
export IMPL_finClkSkew_ns=0.01081
export IMPL_cts_hold_buf=0
export IMPL_clock_latency_ns=0.30
export IMPL_clkTransAtPathRegs_ns=0.10
export IMPL_worst_slack_ns=0.1411
export IMPL_synth_edff_count=7
export IMPL_drt_iter0_drc=70
export IMPL_ys_chip_area_sq_mm=0.002296
export IMPL_first_pass_iters=3
export IMPL_r2r_slack_ns=0.14
export IMPL_num_antenna_cells=0
export IMPL_hold_depth=2
export IMPL_via_count=1501
export IMPL_dp_slack_ns=-0.002896
export IMPL_drc_errors=0
export IMPL_synth_warnings=27
export IMPL_fillers=735
export IMPL_p_per_area_mw_per_mm2=770.0
export IMPL_hold_start="urica.counter[13]"
export IMPL_globalplace_congestion=0.7461
export IMPL_cap_violations=0
export IMPL_numPortBuffers=6
export IMPL_die_h_um=89.48
export IMPL_fa_ha_area_share_pct=1.090
export IMPL_grt_pass1_wl_um=5568
export IMPL_r2r_end="urica.counter[1]"
export IMPL_layout_drive_gt1_share_pct=6.977
export IMPL_critPathLaunch="urica.counter[5]"
export IMPL_antenna_found_initial=0
export IMPL_die_width_um=89.48
export IMPL_top_logic_kind="simple AND/OR/NAND/NOR gates"
export IMPL_die_area_sq_mm=0.008007
export IMPL_cts_buffers_inserted=5
export IMPL_power_leakage_nw=0.8497
export IMPL_hold_path_class="flip-flop to flip-flop"
export IMPL_numSynthFlops=52
export IMPL_ys_sh_aoi_pct=7.030
export IMPL_grt_overflow=0
export IMPL_required_ns=2.09
export IMPL_core_area_sq_mm=0.007331
export IMPL_ys_sh_simple_pct=25.29
export IMPL_clockRootBuffer="clkbuf_8"
export IMPL_clkSinkCount=52
export IMPL_rows=31
export IMPL_setup_viol=0
export IMPL_cts_resized=0
export IMPL_max_clock_path_buffers=2
export IMPL_fmax_mhz=568.6
export IMPL_fin_crit_sh_pct=92.57
export IMPL_rsz0062_at_grt="false"
export IMPL_mux_area_share_pct=0.4360
export IMPL_drv_slew=0
export IMPL_cts_tree="yes"
export IMPL_fin_tns_setup_ns=0
export IMPL_wirelength_um=3178
export IMPL_ant_nets=0
export IMPL_dp_hpwl_um=2134
export IMPL_finalNonFillerCells=357
export IMPL_cts_setup_buffers=0
export IMPL_crit_fanout=13
export IMPL_synth_area_sq_mm=0.002296
export IMPL_track_usage_pct=8.885
export IMPL_period_needed_ns=1.759
export IMPL_cp_end_kind="flip-flop"
export IMPL_vdd_drop_max_mv=0.4193
export IMPL_reg2reg_depth=4
export IMPL_first_global_vias=1340
export IMPL_worst_setup_path_start_kind="flip-flop"
export IMPL_cp_arrival_ns=1.95
export IMPL_warning_count=26
export IMPL_ios=18
export IMPL_synth_distinct_cells=33
export IMPL_ff_type="dfxtp_1"
export IMPL_power_mw=1.925
export IMPL_htree_levels=2
export IMPL_place_inst=349
export IMPL_synth_avg_cell_area_sq_um=9.184
export IMPL_area_growth_pct=8.883
-- area by class of cell --
| type | instances | area (sq um) | share of cell area [%] |
|---|---|---|---|
| clock buffers | 5 | 68.82 | 2.753 |
| clock inverters | 3 | 25.02 | 1.001 |
| inverters | 5 | 18.77 | 0.7508 |
| multi-input cells | 182 | 1055 | 42.19 |
| flip-flops and latches | 52 | 1111 | 44.44 |
| well taps | 99 | 123.9 | 4.955 |
| repair buffers | 11 | 97.59 | 3.904 |
-- stage by stage --
stage | area (sq um) | hold WS [ns] | utilization, %
detailed placement | 2406 | 0.4657 | 32.82
finish | 2500 | 0.4763 | 34.10
floorplan | 2330 | 0.4456 | -
global placement | 2406 | 0.4650 | 32.82
global route | 2500 | 0.5114 | 34.10
CTS | 2500 | 0.4802 | 34.10
-- cell usage in the layout, fill, tap and decap left out --
cell type / count
a211oi_1: 1
edfxtp_1: 7
a21oi_1: 16
clkbuf_8: 5
buf_4: 5
inv_1: 5
nor2_2: 3
nand2_1: 11
mux2i_1: 1
o21ai_0: 12
o31ai_1: 1
nor2_1: 35
or4_1: 1
nor4_1: 3
clkdlybuf4s50_1: 6
nor2b_1: 13
xor2_1: 10
ha_1: 2
nor3b_1: 13
nand2b_1: 2
nand3_1: 9
conb_1: 11
inv_6: 2
nand2_4: 1
nor3_1: 10
or4_4: 1
or4b_1: 1
clkinvlp_4: 1
or3_1: 1
or2_0: 1
dfxtp_1: 45
nand4_1: 5
a31oi_1: 1
xnor2_1: 17
-- state kept, by name, summed over array words and instances (netlist names), 4 cells and up --
name           flops
urica.counter     14
D1.counter         4
D2.counter         4
D3.counter         4
D4.counter         4
D5.counter         4
D6.counter         4
D7.counter         4
-- metal layers --
metal	wire length [um]	global-route usage (%)	share of wire [%]
met1	1711	13.35	54
met2	1359	13.81	43
met3	93	2.060	2.9
met4	14	1.154	0.44
met5	0	0	0
-- worst max-delay path: stages, from the launching register on --
cell	delay [ns]
dfxtp_1	0.33
or4b_1	0.51
or4_4	0.56
nand2_4	0.18
nor2_1	0.07
-- synthesized netlist by cell type (2+ instances only) --
master	count	share of area, %
nor3b_1	13	4.3
a21oi_1	16	3.5
nor4_1	3	0.82
dfxtp_1	45	39
nand3_1	9	2.0
ha_1	2	1.1
nand2b_1	2	0.54
nor2_1	35	5.7
edfxtp_1	7	9.2
conb_1	2	0.33
nor2b_1	13	3.5
xnor2_1	17	6.5
nand2_1	11	1.8
buf_4	14	4.6
clkbuf_1	4	0.65
inv_1	5	0.82
nor2_2	3	0.82
nand4_1	5	1.4
o21ai_0	12	2.6
nor3_1	10	2.2
xor2_1	10	3.8
-- power by group --
part           leakage (nW)  total [mW]  internal (mW)  switching, mW
Clock                0.0452       0.643          0.269          0.374
Combinational         0.367       0.100         0.0503         0.0500
Sequential            0.438        1.18           1.15         0.0354
-- cells by family (layout without fill, tap and decap cells) --
logic type,after synthesis,count (layout)
AOI/OAI and AO/OA,31,31
xor gates and xnor gates,27,27
adders and majority gates,2,2
buffers and inverters,25,24
DFF,52,52
muxes,1,1
other,2,11
and+or+nand+nor,110,110
-- worst max-delay path by stage --
stage | end | slack, ns | cells after the start
final | urica.counter[1] | 0.14 | 4
after global routing | urica.counter[3] | 0.08 | 4
after CTS | urica.counter[3] | 0.13 | 4
Power figures rest on the tool's default switching activity, not on a simulated workload.
